<file path="design/flow/run.sh">
#!/bin/bash
# OpenROAD 26Q1-2900-gdf79404cd8, Yosys 0.63+post, stock flow scripts
make -C /OpenROAD-flow-scripts/flow DESIGN_CONFIG=/design/flow/config.mk WORK_HOME=/design/flow/orfs finish
</file>
<file path="design/flow/config.mk">
export PLATFORM = sky130hd
export DESIGN_NAME = RegFile
export DESIGN_NICKNAME = RegFile
export VERILOG_FILES = /design/flow/design.v
export SDC_FILE = /design/flow/constraint.sdc
export NUM_CORES = 4
export LEC_CHECK = 1
export CORE_UTILIZATION = 40
</file>
<file path="design/flow/constraint.sdc">
current_design RegFile

set clk_period 12.7
set clk_io_pct 0.2

create_clock -name clk0 -period $clk_period [get_ports {clk}]

set non_clock_inputs [all_inputs -no_clocks]
set_input_delay [expr $clk_period * $clk_io_pct] -clock clk0 $non_clock_inputs
set_output_delay [expr $clk_period * $clk_io_pct] -clock clk0 [all_outputs]
</file>
<file path="design/flow/design.v">
module RegFile (
    input clk,               
    input reset,
    input [4:0] RA,          
    input [4:0] RB,          
    input [4:0] RW,          
    input wEn,               
    input [31:0] busW,       
    output [31:0] busA,      
    output [31:0] busB       
);
    reg [31:0] R[31:0];
    integer i;
    assign busA = R[RA];
    assign busB = R[RB];
    initial begin
        for (i = 0; i < 32; i = i + 1) 
            R[i] <= 0;
    end
    always @(posedge clk or posedge reset) begin
        if (reset) begin
            for (i = 0; i < 32; i = i + 1) 
                R[i] <= 0;
        end
        else if (wEn && RW) begin
            R[RW] <= busW;
        end
    end
endmodule
</file>
==> results.py <==
# Flow results
metrics = {
    "placed_design": {
        "dp_hpwl_microns": 165000,
        "gp_congestion": 1.08,
        "dpl_worst_slack_ns": 3.27,
        "numPortBuffers": 113,
        "placed_cell_area_sq_mm": 0.0548,
    },
    "worst_setup_path": {
        "reg2reg_depth": 1,
        "slowest_delay_ns": 1.20,
        "crit_arrival_ns": 7.33,
        "cp_max_fo": 28,
        "crit_slowest_cell": "nor2_4",
        "path_class": "primary input to output pin",
        "required_ns": 10.16,
        "worstPathCellList": "buf_2, buf_4, nand3b_1, nor2_4, buf_4, a22oi_1, and4_1, nand4_1, o32a_1, clkdlybuf4s50_1",
        "endpoint_kind": "output pin",
        "cp_common_cell": "buf_4",
        "setup.worst_path.start_class": "primary input",
    },
    "detailed_routing": {
        "drc_errors": 0,
        "via_per_inst": 7.35,
        "ant_nets": 0,
        "dr_total_vias": 45200,
        "routed_wl_microns": 272000,
        "drt-initial-drc-count": 6206,
        "routedWlPerCell_microns": 44.2,
        "first_pass_iters": 8,
    },
    "floorplan": {
        "num_rows": 131,
        "ios": 114,
        "core_sq_mm": 0.128,
        "die-area_sq_mm": 0.130,
        "fp_util_pct": 40.3,
        "fp.dieH_microns": 361,
        "die_w_microns": 361,
    },
    "timing": {
        "setup-violations-final": 0,
        "worstMarginPinSlew_ns": 1.22,
        "fin_skew_ns": 0,
        "relSlewSlack_pct": 18.5,
        "layout_setup_ws_ns": 2.83,
        "fmax_mhz": 101,
        "layout_min_cycle_time_ns": 9.87,
        "fin_crit_sh_pct": 77.7,
        "holdWs_ns": 0.402,
        "rsz0062_at_grt": "no",
        "slew_viol_final": 0,
        "hold_viol": 0,
    },
    "logic_synthesis": {
        "yosysChipArea_sq_mm": 0.0514,
        "syn_area_per_cell_sq_um": 11.7,
        "flop_cell": "dfrtp_1",
        "edf_count": 0,
        "ys.flops": 1024,
        "netlist_area_sq_mm": 0.0514,
        "seq_area_frac_synth_pct": 49.8,
        "ys_types": 70,
        "async_flop_share_pct": 100,
        "syn_inst": 4385,
        "yosysCellCount": 4385,
        "ys.warnings.count": 2,
    },
    "layout": {
        "largest_reg_flops": 1024,
        "drive_above_1_share_pct": 34.2,
        "final_util_pct": 46.1,
        "design_area_sq_mm": 0.0588,
        "area_growth_pct": 14.3,
        "reg.largest.list": "R: 1024 flops",
        "final_cell_mix": "1,024 x dfrtp_1, 998 x mux2_2, 721 x a22oi_1",
        "largest_register": "R",
        "final_common_cell": "dfrtp_1",
    },
    "clock_network": {
        "cts_tree": "yes",
        "clock-sinks": 1024,
        "root_buffer": "clkbuf_16",
        "cts_buffer_depth": 3,
        "htree_levels": 3,
        "cts_resized": 0,
        "clk_latency_ns": 0.73,
        "cts-buffers-inserted": 112,
        "post_cts_buffers": 0,
        "cts_hold_buffers": 0,
        "clk_pin_slew_ns": 0.06,
    },
    "grt": {
        "gr-usage-met1_pct": 53.3,
        "grt_pass1_vias": 44100,
        "grt_use_met2_pct": 55.8,
        "grt_use_met3_pct": 29.1,
        "overflow": 0,
        "grt_pass1_wl_microns": 369000,
        "grt_max_degree": 128,
        "grt.total_usage_pct": 43.1,
        "antenna_found_initial": 16,
        "busiest_layer": "met2",
    },
    "run": {
        "warnings": 39,
        "cap_violations": 0,
    },
    "outcome": {
        "status": "finished clean",
    },
    "worst_hold_path": {
        "hold_path_depth": 0,
        "hold_path_class": "register to register",
    },
    "power": {
        "p_leak_nw": 25.4,
        "power_density_mw_per_mm2": 161,
        "power_mw": 9.46,
        "ir_drop_mv": 0.136,
    },
}
-- critical path, delay by kind of cell --
kind	cells	cell delay, ns
AND-OR/OR-AND	2	0.50
AND/OR/NAND/NOR	4	2.47
buffers and inverters	4	1.77
-- per-layer routing --
metal	up-vias	routed length [microns]
met4	38	22500
met1	22700	93700
met5	-	796
li1	16800	-
met2	4255	106000
met3	1427	49100
-- cell usage after synthesis, types with 15 or more instances --
cell | number | share of area (%)
nand3_1 | 58 | 0.56
o32a_1 | 21 | 0.41
clkbuf_1 | 211 | 1.5
nor2b_1 | 17 | 0.21
nor2_2 | 20 | 0.24
a221oi_1 | 43 | 0.73
a22o_1 | 53 | 0.90
dfrtp_1 | 1024 | 50
buf_4 | 33 | 0.48
buf_1 | 58 | 0.42
and4_1 | 15 | 0.26
nor4_1 | 29 | 0.35
a22oi_1 | 721 | 11
buf_2 | 152 | 1.5
nor2_1 | 143 | 1.0
o21ai_0 | 36 | 0.35
a21oi_1 | 77 | 0.75
nand2_1 | 239 | 1.7
mux2_2 | 998 | 22
a222oi_1 | 20 | 0.39
a31oi_1 | 18 | 0.22
mux2i_1 | 59 | 1.1
nor3_1 | 60 | 0.58
nand4_1 | 92 | 1.1
-- path summary, 6_finish.rpt --
check,end,slack (ns),startpoint
setup reg to reg,R[6][31]$_DFFE_PP0P_,11.75,R[6][31]$_DFFE_PP0P_
max in group asynchronous,R[4][24]$_DFFE_PP0P_,7.25,reset
min in group asynchronous,R[8][16]$_DFFE_PP0P_,2.26,reset
hold / removal,R[0][21]$_DFFE_PP0P_,0.40,R[0][21]$_DFFE_PP0P_
setup / recovery,busB[31],2.83,RB[2]
hold reg to reg,R[0][21]$_DFFE_PP0P_,0.40,R[0][21]$_DFFE_PP0P_
-- cell type report --
| type | instances | area (sq um) |
|---|---|---|
| clock inverter | 49 | 724 |
| timing repair buffer | 330 | 2750 |
| inverter | 8 | 33.8 |
| antenna | 15 | 37.5 |
| fill | 11500 | 68700 |
| sequential | 1024 | 25600 |
| clock buffer | 158 | 3270 |
| tap | 1662 | 2080 |
| multi-input combinational | 2895 | 24300 |
-- cell families after synthesis --
| group | count (synthesis) | share of synthesized area, % |
|---|---|---|
| AOI/OAI and AO/OA | 1082 | 15.8 |
| buffers and inverters | 466 | 4.07 |
| DFF | 1024 | 49.8 |
| muxes | 1059 | 23.0 |
| and+or+nand+nor | 754 | 7.26 |
-- power breakdown --
group | internal, mW | switching (mW)
logic | 0.698 | 0.656
registers | 3.88 | 0.651
clock network | 2.15 | 1.43
-- through the flow --
step | cells | TNS [ns]
final | 6141 | 0
after CTS | 6126 | 0
after floorplan | 4385 | -4048.83
after global placement | 5919 | 0
after detailed placement | 5919 | 0
after global routing | 6129 | 0
No activity file was given, so power comes from the tool's default toggle rates.
